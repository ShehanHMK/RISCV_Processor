## flow/design.v

```verilog
	package controls;
		typedef enum logic [1:0] {
			I_TYPE,S_TYPE,B_TYPE       
		} Imm_ex_op;
		typedef enum logic [2:0]{
			LW,LH,LB,LBU,LHU,SB,SH,SW
		} mem_op;
		typedef enum logic [3:0] {
			ADD,SUB,XOR,OR,AND,SLL,SRL,SRA,SLT,SLTU,MUL
		} alu_op;
	endpackage
module instructionmemory#(
    parameter INS_ADDRESS = 9,   
    parameter INS_W = 32         
    )
    (
    input  logic [INS_ADDRESS-1:0] ra ,    
    output logic [INS_W-1:0] rd            
    );
    logic [INS_W-1 :0] Inst_mem [(2**(INS_ADDRESS-2))-1:0];
    assign Inst_mem[0]    = 32'h00007033;                            
    assign Inst_mem[1]    = 32'h00007033;                            
    assign Inst_mem[2]    = 32'h00007033;                            
    assign Inst_mem[3]    = 32'h00002023;  
    assign Inst_mem[4]    = 32'h000020a3;  
    assign Inst_mem[5]    = 32'h00002123;  
    assign Inst_mem[6]    = 32'h000021a3;  
    assign Inst_mem[7]    = 32'h00500293;  
    assign Inst_mem[8]    = 32'h00502223;
    assign Inst_mem[9]    = 32'h000022a3;  
    assign Inst_mem[10]   = 32'h00002323;  
    assign Inst_mem[11]   = 32'h000023a3;  
    assign Inst_mem[12]   = 32'hff700293;  
    assign Inst_mem[13]   = 32'h00502423;
    assign Inst_mem[14]   = 32'h000024a3;  
    assign Inst_mem[15]   = 32'h00002523;  
    assign Inst_mem[16]   = 32'h000025a3;  
    assign Inst_mem[17]   = 32'h00c00293;  
    assign Inst_mem[18]   = 32'h00502623;
    assign Inst_mem[19]   = 32'h00e00293;  
    assign Inst_mem[20]   = 32'h005026a3;
    assign Inst_mem[21]   = 32'hfee00293;  
    assign Inst_mem[22]   = 32'h00502723;
    assign Inst_mem[23]   = 32'h000027a3;  
    assign Inst_mem[24]   = 32'h00002823;  
    assign Inst_mem[25]   = 32'h000028a3;  
    assign Inst_mem[26]   = 32'h00002923;  
    assign Inst_mem[27]   = 32'h000029a3;  
    assign Inst_mem[28]   = 32'h0002f2b3;                            
    assign Inst_mem[29]   = 32'h00007033;                            
    assign Inst_mem[30]   = 32'h00007033;                            
    assign Inst_mem[31]   = 32'h00007033;                            
    assign Inst_mem[32]   = 32'h00007033;                            
    assign Inst_mem[33]   = 32'b00000001011000000000100100010011;    
    assign Inst_mem[34]   = 32'b00000000001110010000100110010011;    
    assign Inst_mem[35]   = 32'b00000000001110010100101000010011;    
    assign Inst_mem[36]   = 32'b00000000001110010110101010010011;    
    assign Inst_mem[37]   = 32'b00000000001110010111101100010011;    
    assign Inst_mem[38]   = 32'b00000000001110010001101110010011;    
    assign Inst_mem[39]   = 32'b00000000001110010010110000010011;    
    assign rd =  Inst_mem [ra[INS_ADDRESS-1:2]];  
endmodule
```

## flow/run.sh

```bash
#!/bin/bash
# OpenROAD 26Q1-2900-gdf79404cd8, Yosys 0.63+post, stock flow scripts
make -C /OpenROAD-flow-scripts/flow DESIGN_CONFIG=/design/flow/config.mk WORK_HOME=/design/flow/orfs finish
```

## flow/config.mk

```make
export PLATFORM = sky130hd
export DESIGN_NAME = instructionmemory
export DESIGN_NICKNAME = instructionmemory
export VERILOG_FILES = /design/flow/design.v
export SDC_FILE = /design/flow/constraint.sdc
export NUM_CORES = 4
export LEC_CHECK = 1
export CORE_AREA = 10 10 70 70
export DIE_AREA = 0 0 80 80
```

## flow/constraint.sdc

```tcl
current_design instructionmemory

set clk_period 2.9
set clk_io_pct 0.2

create_clock -name clk0 -period $clk_period

set non_clock_inputs [all_inputs -no_clocks]
set_input_delay [expr $clk_period * $clk_io_pct] -clock clk0 $non_clock_inputs
set_output_delay [expr $clk_period * $clk_io_pct] -clock clk0 [all_outputs]
```

==> flow_metrics.tcl <==
# place-and-route summary
set metrics [dict create \
    status "finished clean" \
    finalSetupViolCount 0 \
    n_sequential_cell 0 \
    synth.top_cells.by_area "buf_4 (12%), buf_2 (6.3%), nor2_1 (5.5%), a21oi_1 (4.7%), o21ai_0 (4.2%)" \
    detail_route.antenna_diodes 0 \
    synthCells 143 \
    setup.worst_path.start_class "input pin" \
    areaGrowthSynthToFinish_pct 74.4 \
    num-clock-buffers 0 \
    final_hold_viol_count 0 \
    min_delay_path_depth 4 \
    fp.dieW_um 80 \
    fin_setup_tns_ns 0 \
    vias_after_detailed_routing 1258 \
    holdPathEnd "rd[21]" \
    yosys.cell_types.count 52 \
    grt_util_all_layers_pct 10.5 \
    holdWs_ns 1.75 \
    post_synthesis_instance_area_um2 958 \
    grt_antenna_before_repair 0 \
    layout_min_cycle_time_ns 2.84 \
    min_period_over_period_pct 97.9 \
    crit_slowest_cell "clkdlybuf4s50_1" \
    detail_placement_hpwl_um 2560 \
    critical_path_peak_fanout 10 \
    net_switching_power_figure_w 0.0000943 \
    cell_type_with_the_largest_total_area_after_synthesis "buf_4" \
    gpl.final_weighted_congestion 0.885 \
    share_clk_of_total_power_pct 0 \
    power_report.internal_total_w 0.000111 \
    stdcell_count 245 \
    clock.fmax_mhz 352 \
    crit_path_required_time_ns 2.32 \
    first_global_vias 1167 \
    timing.critical_path.max_delay_family "buffers and inverters" \
    fillers 331 \
    dp_cells 239 \
    drt_wl_total_um 3550 \
    ioPinCount 41 \
    ys_area_um2 958 \
    worst_path_largest_cell_delay_ns 0.46 \
    grt_pass1_wl_um 5700 \
    grt_remaining_overflow 0 \
    cap_viol_max_count 0 \
    cp_cell_sequence "dlygate4sd2_1 -> bufbuf_16 -> maj3_1 -> nand3_1 -> nand4_1 -> nand2_1 -> clkdlybuf4s50_1" \
    synth.yosys.num_cells 143 \
    detail_route.wl_per_cell_um 14.5 \
    floorplan.core_util_pct 28.1 \
    share_comb_of_total_power_pct 100.0 \
    core.rowCount 21 \
    synth_area_per_cell_um2 6.70 \
    register_area_um2 0 \
    worstSetupEndpointType "output port" \
    drt_iter0_markers 138 \
    hold_path_class "in -> out" \
    warning_count 35 \
    post-layout-total-power_w 0.000205 \
    synthesis.yosys.warnings 2818 \
    path_class "in -> out" \
    multiInputGateArea_um2 851 \
    power.share.switching_pct 46.0 \
    die_h_um 80 \
    worstPathArrival_ns 2.26 \
    post_route_drc 0 \
    buffer_ports.inserted 33 \
    mostFrequentLayoutCells "buf_4 (40), clkdlybuf4s50_1 (18), nor2_1 (12)" \
    largest_net_degree_at_the_start_of_global_routing 20 \
    pwr_density_cell_nw_per_um2 123 \
    floorplan.core_area_um2 3420 \
    firstDrtPassIters 4 \
    share_of_total_power_in_sequential_cells_pct 0 \
    hp-start "ra[5]" \
    drive_gt1_share_pct 37.2 \
    route.antenna.remaining_nets 0 \
    via_per_inst 5.13 \
    ys_seq_share_pct 0 \
    synth.top_cell.area_share_pct 11.7 \
    power.static_leakage_nw 0.767 \
    vdd.ir_drop.worst_mv 0.0630 \
    chipArea_um2 6400 \
    cp.buffers_inverters 3 \
    drv_slew 0 \
    final_common_cell "buf_4" \
]
==> cells by family after synthesis <==
group,share of synthesized area [%]
multiplexers,2.09
buffers and inverters,21.1
other,0.784
adder cells (fa/ha/maj),2.09
XOR/XNOR,1.83
AND-OR/OR-AND,36.8
AND/OR/NAND/NOR,35.2
==> per-stage QoR <==
step	util, %	setup slack (ns)	area, um2
CTS	47.6	-0.000562	1630
floorplan	-	0.732	973
global route	48.9	-0.0216	1670
finish	48.9	0.0619	1670
global placement	44.6	-0.294	1520
detailed placement	44.6	-0.312	1520
==> power groups by stage <==
stage	Sequential, W	Combinational, W	Clock [W]
after CTS	0	0.000198	0
final	0	0.000205	0
after global routing	0	0.000223	0
==> worst max path at each step <==
stage | startpoint | end | depth (start not counted) | slack [ns]
5_1_grt | ra[2] | rd[20] | 6 | -0.02
4_1_cts | ra[6] | rd[12] | 7 | -0.0006
6_report | ra[2] | rd[5] | 7 | 0.06
==> cells in the mapped netlist (2+ instances only) <==
library cell,count
o211ai_1,2
nor2b_1,5
o32ai_1,2
nor4_1,2
buf_2,12
o21ai_0,8
buf_4,15
a22o_1,2
o31ai_1,3
nand2b_1,4
nor2_1,14
xnor2_1,2
inv_1,5
nand2_1,9
a31oi_1,2
nand4b_1,2
a21oi_1,9
a22oi_1,3
conb_1,2
a21bo_2,2
maj3_1,2
nand3_1,3
nor3_1,3
mux2i_1,2
==> area by class of cell <==
cell class                 instances  share of cell area [%]
multi-input combinational        114                    50.9
timing repair buffer              80                    44.5
tap                               46                    3.44
inverter                           5                    1.12
==> metal layers <==
metal	track usage, %	vias to the layer above	routed length [um]
met5	0	-	0
met4	0.352	0	16
met3	2.05	2	410
met2	16.5	73	1570
met1	15.0	553	1560
li1	-	630	-
==> what timing repair did <==
| action | in CTS | in global routing |
|---|---|---|
| gates cloned | 2 | 1 |
| resized | 27 | 20 |
| hold buffers | 0 | 0 |
| pin swaps | 6 | 7 |
| buffers inserted | 1 | 3 |
| endpoints found under the setup margin | 26 | 16 |
Power and IR drop assume default switching activity.
