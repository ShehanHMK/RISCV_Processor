### ./design.v
	package controls;
		typedef enum logic [1:0] {
			I_TYPE,S_TYPE,B_TYPE       
		} Imm_ex_op;
		typedef enum logic [2:0]{
			LW,LH,LB,LBU,LHU,SB,SH,SW
		} mem_op;
		typedef enum logic [3:0] {
			ADD,SUB,XOR,OR,AND,SLL,SRL,SRA,SLT,SLTU,MUL
		} alu_op;
	endpackage
module I_memory #(parameter Word_size = 32 , Addr_bits = 32)
(
	input  logic [Addr_bits-1:0] addr,
	output logic [Word_size-1:0] instr
);
	logic [Word_size-1:0] Imem [0:1023] ;
	logic [11:0] I_addr ;
	assign I_addr = addr[11:0] ;    
	assign instr = Imem[I_addr[11:2]] ; 
	assign	Imem[0] = 'h00000093 ;
	assign	Imem[1] = 'h00100193 ;
	assign	Imem[2] = 'h0000a103 ; 
	assign	Imem[3] = 'b0_000000_00010_00000_000_01000_1100011; 
	assign	Imem[4] = 'b0100000_00011_00010_100_00011_0110011 ;       
	assign	Imem[5] = 'h00408093 ;
	assign	Imem[6] = 'b1_111111_00000_00000_000_11001_1100011;
	assign	Imem[7] = 'h0030a023 ; 
endmodule
### ./constraint.sdc
current_design I_memory

set clk_period 2.7
set clk_io_pct 0.2

create_clock -name clk0 -period $clk_period

set non_clock_inputs [all_inputs -no_clocks]
set_input_delay [expr $clk_period * $clk_io_pct] -clock clk0 $non_clock_inputs
set_output_delay [expr $clk_period * $clk_io_pct] -clock clk0 [all_outputs]
### ./config.mk
export PLATFORM = sky130hd
export DESIGN_NAME = I_memory
export DESIGN_NICKNAME = I_memory
export VERILOG_FILES = /design/flow/design.v
export SDC_FILE = /design/flow/constraint.sdc
export NUM_CORES = 4
export LEC_CHECK = 1
export CORE_AREA = 10 10 70 70
export DIE_AREA = 0 0 80 80
### ./run.sh
#!/bin/bash
# OpenROAD 26Q1-2900-gdf79404cd8, Yosys 0.63+post, stock flow scripts
make -C /OpenROAD-flow-scripts/flow DESIGN_CONFIG=/design/flow/config.mk WORK_HOME=/design/flow/orfs finish
==> impl_metrics.toml <==
# implementation run metrics
[status]
outcome = "finished clean"

[grt]
gr-total-overflow = 0
grt_util_all_layers_pct = 3.42
grt_antenna_before_repair = 0
first_global_vias = 389
global_route_wire_length_before_repair_mm = 1.86
largest_net_degree_at_the_start_of_global_routing = 9

[route]
antenna_cells = 0
drt-pass1-iter-count = 4
via_per_inst = 3.00
route.vias.total = 378
postRouteWirelength_mm = 1.25
wl_per_cell_um = 9.89
drc = 0
drt_iter0_drc = 11
route.antenna.remaining_nets = 0

[floorplanning]
die_w_um = 80
floorplan.core_util_pct = 9.89
core_sq_um = 3420
io_pins = 64
die-height_um = 80
chip_footprint_sq_um = 6400
std_cell_rows = 21

[final_timing]
rsz0062_at_grt = "false"
final-max-slew-violation-count = 0
setup_viol = 0
hold_viol_final = 0
finalWorstPathRequiredPeriod_ns = 2.60
hold-worst-slack_ns = 1.62
finalClockPeriodUsage_pct = 96.3
achievable-frequency_ghz = 0.385

[cells_and_area]
final_area_sq_um = 698
postLayoutCoreUtil_pct = 20.4
clock_buffer_count = 0
nFlopsAndLatches = 0
final_cells = 126
syn_to_final_growth_pct = 107
regArea_sq_um = 0
final_layout_size_suffix_gt1_share_pct = 23.8
final_common_cell = "sky130_fd_sc_hd__clkdlybuf4s50_1"
layout_top_cells_excl_fill_tap = "sky130_fd_sc_hd__clkdlybuf4s50_1, sky130_fd_sc_hd__conb_1, sky130_fd_sc_hd__buf_4"

[yosys]
synth-cells-yosys = 50
syn_area_per_cell_sq_um = 6.76
ys_area_sq_um = 338
synthesis.area_sq_um = 338
synth-seq-area-share_pct = 0
synth.top_cell.area_share_pct = 42.2
topCellsByArea = "sky130_fd_sc_hd__buf_4, sky130_fd_sc_hd__nor4_4, sky130_fd_sc_hd__a21oi_1"
synthDistinctLibCells = 18
postSynthCellCount = 50
ys_warn_count = 32514
synth_top_cell_by_area = "sky130_fd_sc_hd__buf_4"

[min_path]
whs_endpoint = "instr[22]"
timing.hold.worst.class = "in2out"
min_delay_path_depth = 4
hp-start = "addr[2]"

[run]
log.warning_count = 54
max-cap-violations = 0

[placed_design]
io_buffer_count = 31
placed_cells_incl_taps = 124
placedInstanceArea_sq_um = 664
gp_congestion = 0.700
hpwlAfterDp_mm = 1.12

[power]
power.ir.vdd_worst_mv = 0.0126
power_leakage_uw = 0.000307
pwr_density_cell_nw_per_um2 = 63.3

[worst_setup_path]
critical_path_class = "in2out"
critPathLaunchType = "input pin"
worst_endpoint_required_time_ns = 2.16
crit_fanout = 3
worst-endpoint-arrival_ns = 2.06
setup.worst_path.end_class = "primary output"
[timing repair]
item,CTS,global route
resized,7,6
pin swaps,3,3
hold buffers,0,0
gates cloned,0,0
endpoints found under the hold margin,0,0
endpoints found under the setup margin,19,18
buffers inserted,1,1
[worst max-delay path by stage]
| stage | from | endpoint | slack [ns] | depth (start not counted) |
|---|---|---|---|---|
| after CTS | addr[10] | instr[10] | 0.002 | 6 |
| after global routing | addr[10] | instr[6] | 0.003 | 6 |
| final | addr[10] | instr[6] | 0.10 | 6 |
[worst max-delay path, cell delays in order]
cell,delay [ns]
sky130_fd_sc_hd__clkdlybuf4s50_1,0.44
sky130_fd_sc_hd__nor4_4,0.23
sky130_fd_sc_hd__nand3_2,0.11
sky130_fd_sc_hd__buf_4,0.16
sky130_fd_sc_hd__nor2b_2,0.11
sky130_fd_sc_hd__clkdlybuf4s50_1,0.47
[report_power, final]
group | internal (uW) | switching, uW
Combinational | 25.2 | 19.0
Sequential | 0 | 0
Clock | 0 | 0
Total | 25.2 | 19.0
[kinds of logic after synthesis]
logic type / synth area share [%]
AND-OR/OR-AND: 8.89
XOR/XNOR: 5.19
buffers and inverters: 45.9
other: 2.22
AND/OR/NAND/NOR: 37.8
[stage by stage]
step | setup slack (ns) | power (uW) | TNS, ns
4_1_cts | 0.00219 | 44.1 | 0
3_5_place_dp | -0.0941 | 45.4 | -1.00
2_1_floorplan | 0.762 | 24.8 | 0
3_3_place_gp | -0.0834 | 45.2 | -0.920
5_1_grt | 0.00285 | 49.7 | 0
6_report | 0.100 | 44.2 | 0
[per-layer routing]
metal  up-vias  part of all wire [%]  track usage (%)
li1        192                     -                -
met1       161                    41             4.42
met2        25                    45             6.02
met3         0                    14            0.682
met4         0                     0                0
met5         -                     0                0
[layout make-up]
cell class	count	area (sq um)
tap	46	57.6
timing repair buffer	41	402
fill	375	2720
inverter	2	7.51
multi-input combinational	37	231
[cell usage after synthesis]
| library cell | count |
|---|---|
| sky130_fd_sc_hd__nand3_1 | 1 |
| sky130_fd_sc_hd__nand2_2 | 1 |
| sky130_fd_sc_hd__nor2_1 | 5 |
| sky130_fd_sc_hd__conb_1 | 2 |
| sky130_fd_sc_hd__nor2b_1 | 1 |
| sky130_fd_sc_hd__nor4_4 | 1 |
| sky130_fd_sc_hd__buf_2 | 1 |
| sky130_fd_sc_hd__nand4_1 | 1 |
| sky130_fd_sc_hd__nand3_2 | 1 |
| sky130_fd_sc_hd__inv_1 | 2 |
| sky130_fd_sc_hd__a21oi_1 | 4 |
| sky130_fd_sc_hd__nand2_1 | 2 |
| sky130_fd_sc_hd__xor2_1 | 2 |
| sky130_fd_sc_hd__nor3_2 | 2 |
| sky130_fd_sc_hd__o21ai_0 | 2 |
| sky130_fd_sc_hd__nand2b_4 | 1 |
| sky130_fd_sc_hd__or2_1 | 2 |
| sky130_fd_sc_hd__buf_4 | 19 |
Power is estimated from default activity; no workload was simulated.
