File: run.sh
#!/bin/bash
# OpenROAD 26Q1-2900-gdf79404cd8, Yosys 0.63+post, stock flow scripts
make -C /OpenROAD-flow-scripts/flow DESIGN_CONFIG=/design/flow/config.mk WORK_HOME=/design/flow/orfs finish
File: config.mk
export PLATFORM = sky130hd
export DESIGN_NAME = main_rom
export DESIGN_NICKNAME = main_rom
export VERILOG_FILES = /design/flow/design.v
export SDC_FILE = /design/flow/constraint.sdc
export NUM_CORES = 4
export LEC_CHECK = 1
export CORE_AREA = 10 10 83 83
export DIE_AREA = 0 0 93 93
File: constraint.sdc
current_design main_rom

set clk_period 3.1
set clk_io_pct 0.2

create_clock -name clk0 -period $clk_period

set non_clock_inputs [all_inputs -no_clocks]
set_input_delay [expr $clk_period * $clk_io_pct] -clock clk0 $non_clock_inputs
set_output_delay [expr $clk_period * $clk_io_pct] -clock clk0 [all_outputs]
File: design.v
	package controls;
		typedef enum logic [1:0] {
			I_TYPE,S_TYPE,B_TYPE       
		} Imm_ex_op;
		typedef enum logic [2:0]{
			LW,LH,LB,LBU,LHU,SB,SH,SW
		} mem_op;
		typedef enum logic [3:0] {
			ADD,SUB,XOR,OR,AND,SLL,SRL,SRA,SLT,SLTU,MUL
		} alu_op;
	endpackage
module main_rom #(parameter Control_bits = 16)
(
	input  logic [10:0] addr,            			  
	output logic [Control_bits - 1:0] ctrl_out     
);
	logic  [Control_bits-1:0] rom [2047:0];
	assign rom['h33 ] = 'b000000001000000;
	assign rom['h433] = 'b000000001000001;
	assign rom['h233] = 'b000000001000010;
	assign rom['h333] = 'b000000001000011;
	assign rom['h3B3] = 'b000000001000100;
	assign rom['hB3 ] = 'b000000001000101;
	assign rom['h2B3] = 'b000000001000110;
	assign rom['h6B3] = 'b000000001000111;
	assign rom['h133] = 'b000000001001000;
	assign rom['h1B3] = 'b000000001001001;
	assign rom['h633] = 'b000000001001010;   
	assign rom['h13 ] = 'b000000011000000;
	assign rom['h413] = 'b000000011000000;
	assign rom['h213] = 'b000000011000010;
	assign rom['h613] = 'b000000011000010;
	assign rom['h313] = 'b000000011000011;
   assign rom['h713] = 'b000000011000011;
	assign rom['h393] = 'b000000011000100;
	assign rom['h793] = 'b000000011000100;
	assign rom['h93 ] = 'b000000011000101;
	assign rom['h493] = 'b000000011000101;
	assign rom['h293] = 'b000000011000110;
	assign rom['h693] = 'b000000011000111;
	assign rom['h113] = 'b000000011001000;
	assign rom['h513] = 'b000000011001000;
	assign rom['h193] = 'b000000011001001;
	assign rom['h593] = 'b000000011001001;
	assign rom['h103] = 'b000100011000000;      
	assign rom['h503] = 'b000100011000000;
	assign rom['h3]   = 'b000101011000000;      
	assign rom['h403] = 'b000101011000000;
	assign rom['h203] = 'b000101111000000;      
	assign rom['h603] = 'b000101111000000;
	assign rom['h83]  = 'b000100111000000;      
	assign rom['h483] = 'b000100111000000; 
	assign rom['h283] = 'b000110011000000;      
	assign rom['h683] = 'b000110011000000;
	assign rom['h123] = 'b000011110010000;     
	assign rom['h523] = 'b000011110010000;
	assign rom['hA3]  = 'b000011010010000;     
	assign rom['h4A3] = 'b000011010010000;
	assign rom['h23]   = 'b000010110010000;     
	assign rom['h423]  = 'b000010110010000; 
	assign rom['h63 ] = 'b001000000100001;
	assign rom['h463] = 'b001000000100001;
	assign rom['hE3 ] = 'b010000000100001;
	assign rom['h4E3] = 'b010000000100001;
	assign rom['h263] = 'b011000000100001;
	assign rom['h663] = 'b011000000100001;
	assign rom['h2E3] = 'b100000000100001;
	assign rom['h6E3] = 'b100000000100001;
	assign ctrl_out = rom[addr];         
endmodule
==> impl.org <==
#+TITLE: Synthesis and PnR summary

** Cells and area
- Proportion of layout cells with a drive suffix above 1 :: 27.45%
- Number of clock-tree buffers in the layout :: 0
- Growth of design area from synthesis to finish :: 119.5%
- Leaving out buffers and inverters, the combinational logic in the layout accounts for approximately 420 um2.
- At the end of the flow the core is filled with cells to approximately 18%.
- There are 0 flip-flops and latches.
- The layout report lists the combined flip-flop and latch area as 0 um2.
- Count of filler cells inserted in the layout :: between 600 and 700

** Placement
- RD Place Congestion :: ~0.85
- The buffer_ports step reported a buffer count of 26.
- Final HPWL from detailed placement :: around 1.6 mm

** Floorplanning
- I/O Pins :: 27
- The die is slightly above 90 um wide.
- At the floorplan stage, the core utilization is reported as 7.984%.
- Count of standard-cell rows :: 26
- Area of the core :: 0.005140 mm2
- Vertical die dimension :: 93 um
- Per the OpenROAD floorplan log, the area of the die is 0.008649 mm2.

** Pwr
- Fraction of power consumed by sequential logic :: 0%
- Clock share of power :: 0%
- Pint :: 45.42 uW
- Net switching is 43.13% of the power.
- The power report attributes to the combinational group a share of 100.0%.
- Psw :: 34.45 uW
- The design draws 79.87 uW.
- PD cells :: 88.66 mW/mm2
- The analysis reports a worst IR drop on VDD of about 30 uV.
- The script extracted a total leakage power of between 0.0003 and 0.0004 uW.

** Flow run
- In this run the maximum-capacitance check reported violations numbering 0.
- The number of warnings reported in the stage logs is 33.

** Detailed routing
- For this run, the script counts the antenna cells in the layout as 0.
- Final wirelength :: 1.822 mm
- Average routed wire per standard cell :: about 11 um
- The script parses the final routing iteration and logs DRC violations as 0.
- Across all layers, the routed design uses about 590 vias.
- After detailed routing, the number of vias per cell comes to 3.413.
- Nets still carrying antenna violations after routing amount to 0.
- In the log, the iteration count for the first detailed-route pass is 4.
- DRC marker count from the first detailed-route iteration :: 32

** Global routing
- First-pass GRT wire length :: 2.953 mm
- The total overflow left after global routing is 0.
- Number of global-route vias before repair :: between 500 and 600
- Antenna violations before repair :: 0
- Entering global routing, the biggest net connects 12 pins.
- GRT Resource Usage Total :: 4.082%

** Final timing
- Period utilization :: 99.05%
- Per the final timing report, the hold violations number 0.
- Post-layout minimum cycle time :: 3.071 ns
- Final number of max-transition violations :: 0
- Timing-limited maximum frequency :: 0.3257 GHz
- For this run, the final setup violation count is recorded as 0.
- Setup repair after global routing could not meet its margin everywhere.

** Yosys
- After synthesis, the chip area reported by Yosys is 410.4 um2.
- Distinct lib cells used :: 32
- Average instance area after synthesis :: 6.125 um2
- Per Yosys stat, the portion of area used by sequential elements is 0%.
- Cell total in the yosys stat output :: 67
- Per the post-synthesis report, the number of cells in the design is 67.
- YS warnings :: 31954
- Before any placement, the netlist area is recorded as 410.4 um2.

** Worst setup path
- The data required time reported for the critical path is 2.48 ns.
- The worst setup path is of the in2out kind.
- STA classifies the critical path endpoint as an output port.
- Critical path startpoint :: addr[1]
- Startpoint types :: input pin
- On the critical path the data arrives at 2.45 ns.
- Along the worst path, the maximum fanout reaches 5.

** CTS
- For this design, the CTS-stage hold fixing added 0 buffers.

** Min path
- In this run the worst hold path is classified as in2out.
- For the worst min-delay path, the startpoint reported by OpenROAD is addr[7].

** Status
- Outcome :: finished, final reports clean
-- cell type report --
cell class / count / area share [%]
multi-input cells: 58 / 46.11
repair buffers: 41 / 42.92
well taps: 70 / 9.722
inverters: 3 / 1.250
-- cells in the mapped netlist, drive strengths merged, types with 2 or more instances --
library cell	n	area, um2
a21oi	5	25.02
a31oi	2	12.51
buf	5	35.03
inv	3	11.26
mux2i	2	20.02
nand2	5	18.77
nor2	11	41.29
nor2b	3	18.77
nor3	4	20.02
nor3b	3	22.52
o21ai	4	20.02
-- power by group through the flow --
stage,registers [uW],clock network [uW],logic [uW]
4_1_cts,0,0,77.4
5_1_grt,0,0,87.4
6_report,0,0,79.9
-- path summary, 6_finish.rpt --
kind / end / slack, ns / depth (start not counted)
max: ctrl_out[13] / 0.03 / 5
min: ctrl_out[0] / 1.99 / 6
-- routing by layer --
metal | GRT usage [%] | routed length, um | up-vias
li1 | - | - | 307
met4 | 0 | 0 | 0
met3 | 1.373 | 133 | 0
met5 | 0 | 0 | -
met1 | 5.476 | 855 | 263
met2 | 6.600 | 834 | 17
-- cell usage in the layout (no fill, tap or decap), types with 2 or more instances in the layout --
master,count
sky130_fd_sc_hd__nor3_1,4
sky130_fd_sc_hd__nand2_1,5
sky130_fd_sc_hd__mux2i_1,2
sky130_fd_sc_hd__nor2_1,9
sky130_fd_sc_hd__clkdlybuf4s50_1,21
sky130_fd_sc_hd__a21oi_1,4
sky130_fd_sc_hd__nor2_2,2
sky130_fd_sc_hd__buf_4,14
sky130_fd_sc_hd__nor2b_1,2
sky130_fd_sc_hd__o21ai_0,3
sky130_fd_sc_hd__dlygate4sd2_1,3
sky130_fd_sc_hd__inv_1,3
sky130_fd_sc_hd__dlymetal6s2s_1,2
sky130_fd_sc_hd__a31oi_1,2
-- stage by stage --
step	setup slack [ns]	std cells	hold WS [ns]	setup TNS (ns)	cell area, um2
final	0.02936	172	1.992	0	900.9
after global routing	-0.04851	172	2.091	-0.1685	900.9
after CTS	0.003797	171	2.106	0	868.3
after detailed placement	-0.06004	171	2.303	-0.08615	837.1
after global placement	-0.04521	171	2.313	-0.1073	837.1
after floorplan	1.017	67	1.296	0	410.4
-- critical path: stages --
cell and delay [ns]:
sky130_fd_sc_hd__clkdlybuf4s50_1 0.51, sky130_fd_sc_hd__nand4bb_4 0.14, sky130_fd_sc_hd__or4b_4 0.55, sky130_fd_sc_hd__nor2_1 0.15
sky130_fd_sc_hd__clkdlybuf4s50_1 0.49
-- logic make-up (layout without fill, tap and decap cells) --
kind of cell           after synthesis  in the layout  share of synthesized area, %
AND-OR/OR-AND                       19             19                         30.49
XOR/XNOR                             2              2                         4.269
buffers and inverters                9             44                         12.19
multiplexers                         2              2                         4.878
other                                1              1                        0.9138
AND/OR/NAND/NOR                     34             34                         47.26
-- repair_timing --
action	in CTS	in global routing
setup buffers	0	1
pin swaps	0	1
setup endpoints to repair	5	6
cloned	0	0
gates resized	8	8
Power and IR drop assume default switching activity.
